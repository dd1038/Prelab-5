===== design/flow/run.sh =====
#!/bin/bash
# OpenROAD 26Q1-2900-gdf79404cd8, Yosys 0.63+post, stock flow scripts
make -C /OpenROAD-flow-scripts/flow DESIGN_CONFIG=/design/flow/config.mk WORK_HOME=/design/flow/orfs finish

===== design/flow/design.v =====
module Room (
    input logic clk,n,s,e,w,reset,   
    output logic s6,win,s5,d,s4,s3,sw,s2,s1,s0
);
    logic state_cave_of_cacophony, state_twisty_tunnel, state_rapid_river, state_secret_sword_stash;
    logic state_dragon_den, state_victory_vault, state_grievous_graveyard;
    logic state_cave_of_cacophony_next, state_twisty_tunnel_next, state_rapid_river_next, state_secret_sword_stash_next;
    logic state_dragon_den_next, state_victory_vault_next, state_grievous_graveyard_next;
	 logic v;
    sword sword (
        .clk(clk),
        .reset(reset),
        .in_secret_sword_stash(state_secret_sword_stash), 
        .v(v)  
    );
    d_ff cave_ff (
        .d(state_cave_of_cacophony_next),
        .clk(clk),
        .q(state_cave_of_cacophony)
    );
    d_ff twisty_ff (
        .d(state_twisty_tunnel_next),
        .clk(clk),
        .q(state_twisty_tunnel)
    );
    d_ff rapid_ff (
        .d(state_rapid_river_next),
        .clk(clk),
        .q(state_rapid_river)
    );
    d_ff sword_ff (
        .d(state_secret_sword_stash_next),
        .clk(clk),
        .q(state_secret_sword_stash)
    );
    d_ff dragon_ff (
        .d(state_dragon_den_next),
        .clk(clk),
        .q(state_dragon_den)
    );
    d_ff victory_ff (
        .d(state_victory_vault_next),
        .clk(clk),
        .q(state_victory_vault)
    );
    d_ff graveyard_ff (
        .d(state_grievous_graveyard_next),
        .clk(clk),
        .q(state_grievous_graveyard)
    );
    always_comb begin
        state_cave_of_cacophony_next = state_cave_of_cacophony;
        state_twisty_tunnel_next = state_twisty_tunnel;
        state_rapid_river_next = state_rapid_river;
        state_secret_sword_stash_next = state_secret_sword_stash;
        state_dragon_den_next = state_dragon_den;
        state_victory_vault_next = state_victory_vault;
        state_grievous_graveyard_next = state_grievous_graveyard;
        if (reset) begin
            state_cave_of_cacophony_next = 1'b1;
            state_twisty_tunnel_next = 1'b0;
            state_rapid_river_next = 1'b0;
            state_secret_sword_stash_next = 1'b0;
            state_dragon_den_next = 1'b0;
            state_victory_vault_next = 1'b0;
            state_grievous_graveyard_next = 1'b0;
        end else begin
            if (state_cave_of_cacophony && e) begin
                state_cave_of_cacophony_next = 1'b0;
                state_twisty_tunnel_next = 1'b1;
            end
            else if (state_twisty_tunnel && s) begin
                state_twisty_tunnel_next = 1'b0;
                state_rapid_river_next = 1'b1;
            end
            else if (state_rapid_river && w) begin
                state_rapid_river_next = 1'b0;
                state_secret_sword_stash_next = 1'b1;
            end
            else if (state_secret_sword_stash && e) begin
                state_secret_sword_stash_next = 1'b0;
                state_rapid_river_next = 1'b1;
            end
            else if (state_rapid_river && s && e) begin
                state_rapid_river_next = 1'b0;
                state_dragon_den_next = 1'b1;
            end
            else if (state_dragon_den && v) begin
                state_dragon_den_next = 1'b0;
                state_victory_vault_next = 1'b1;
            end
            else if (state_dragon_den && !v) begin
                state_dragon_den_next = 1'b0;
                state_grievous_graveyard_next = 1'b1;
            end
        end
    end
    assign sw = state_secret_sword_stash;  
    assign win = state_victory_vault;      
    assign d = state_grievous_graveyard;
    assign s0 = state_cave_of_cacophony;
    assign s1 = state_twisty_tunnel;
    assign s2 = state_rapid_river;
    assign s3 = state_secret_sword_stash;
    assign s4 = state_dragon_den;
    assign s5 = state_victory_vault;
    assign s6 = state_grievous_graveyard;
endmodule
module d_ff (
    input logic clk, d,
    output logic q       
);
    always @(posedge clk) begin
        q <= d;      
    end
endmodule
module game (
    input logic clk,n,s,e,w,reset, 
    output logic s6,win,s5,d,s4,s3,sw,s2,s1,s0,v 
    );
    Room room (
        .clk(clk),
        .n(n),
        .s(s),
        .e(e),
        .w(w),
        .reset(reset),
        .s6(s6),
        .win(win),
        .s5(s5),
        .d(d),
        .s4(s4),
        .s3(s3),
        .sw(sw),
        .s2(s2),
        .s1(s1),
        .s0(s0)
    );
    sword sword (
        .clk(clk),
        .reset(reset),
        .in_secret_sword_stash(s3),  
        .v(v)
    );
endmodule
module sword (
    input logic clk,reset,in_secret_sword_stash, 
    output logic v
);
    logic sw;
    always @(posedge clk or posedge reset) begin
        if (reset) begin
            sw <= 1'b0;  
        end else if (in_secret_sword_stash) begin
            sw <= 1'b1;  
        end
    end
    assign v = sw;
endmodule

===== design/flow/constraint.sdc =====
current_design game

set clk_period 1.6
set clk_io_pct 0.2

create_clock -name clk0 -period $clk_period [get_ports {clk}]

set non_clock_inputs [all_inputs -no_clocks]
set_input_delay [expr $clk_period * $clk_io_pct] -clock clk0 $non_clock_inputs
set_output_delay [expr $clk_period * $clk_io_pct] -clock clk0 [all_outputs]

===== design/flow/config.mk =====
export PLATFORM = sky130hd
export DESIGN_NAME = game
export DESIGN_NICKNAME = game
export VERILOG_FILES = /design/flow/design.v
export SDC_FILE = /design/flow/constraint.sdc
export NUM_CORES = 4
export LEC_CHECK = 1
export CORE_AREA = 10 10 70 70
export DIE_AREA = 0 0 80 80

==> run notes <==
run results: antenna violations before repair 0, CTS tree built, max_cap viols 0, first-pass GRT wire length 1711 µm, tool warnings 26, share of cells above drive strength 1 a little over a tenth, CP Capture Type primary output, register area share after synthesis 46.15%, post-CTS setup buffer count 0, status completed, Post-synth regs 8, crit-path max FO 7, Detailed Place HPWL 809.2 µm, CP cell instances clkdlybuf4s50_1, routability congestion estimate roughly 0.84, DR iter-0 viols 23, sw frac 23.75%, GRT Residual Overflow 0, Vias between 300 and 400, synth warn 3, slew at the pin closest to its max-slew limit 0.2603 ns, most frequent cells in the layout clkdlybuf4s50_1 (15), dfxtp_1 (7), a21oi_1 (4), vias in the first global route around 370, final wirelength roughly 1000 µm, die width 80 µm, Die Height 80 µm, Setup Skew roughly 0.0043 ns, n_diodes 0, PwrDens 879.3 nW/µm², Mapped Area 357.8 µm², Yosys Chip Area 357.8 µm², WL/cell 9.814 µm, cycle use final approximately 95%, Clock Tree Root clkbuf_4, die area 6400 µm², largest net degree at the start of global routing 9, drt first pass iters 4, most frequent logic cell in the layout clkdlybuf4s50_1, total power draw 0.5072 mW, Pleak 0.2103 nW, Top delay family on crit path buffers and inverters, clock buffer depth 2, Int Pwr 0.3867 mW, hold buffer count at cts 0, yosys cell count 39, slowest CP cell clkdlybuf4s50_1, clk slew on worst S/H paths 0.06 ns, H-tree Lvls 1, P_sw 0.1205 mW, core box area between 3000 and 4000 µm², Crit path largest cell delay around 0.52 ns, Synth Instances 39, Vias/cell between 3 and 4, I/O Buffers 15, RSZ-0062 raised after global routing no, sequential share of power 47.4%, R2R Setup Slk 0.53 ns, Late-Pin Clk Latency approximately 0.26 ns, VDD IR max 0.3179 mV, clock share of power 32.7%, fin. max-slew vios 0, CP Buf/Inv Count 1, type of origin of the critical path flop, DRT antenna net count 0, critical path class reg -> out, minimum clock period 1.525 ns, distinct lib cells 20, Crit path required time 1.28 ns, Final Setup Violations 0, worst hold path class in -> async, number of CTS-inserted buffers 3, setup TNS 0 ns, post_cts resized 0, clk sinks 8, io pins 17, Fmax 0.6558 GHz, Mean Syn Cell Area slightly above 9 µm², FP Core Util 10.48%, fill count 393, P&R area growth vs syn 61.19%, critical path arrival 1.20 ns, Gate Area 158.9 µm², Relative slew margins 82.64%, FP Rows 21, gr usage total 3.350%, register area 165.2 µm², Comb power frac between 10% and 20%, DRC 0, final hold viol count 0
metal layers:
metal  share of wire (%)  global-route usage, %  vias to the layer above
met5                   0                      0                        -
met3                  17                  2.727                        2
li1                    -                      -                      172
met1                  48                  4.512                      159
met4                0.90                 0.3521                        0
met2                  34                  4.093                       21
through the flow:
step           setup WS, ns  hold WS, ns  utilization [%]  instances  cell area [µm²]
2_1_floorplan        0.6066      0.07744                -         39            357.8
3_3_place_gp        0.02299       0.4987            16.12         98            550.5
3_5_place_dp        0.01450       0.5089            16.12         98            550.5
4_1_cts             0.04097       0.2794            16.89        102            576.8
5_1_grt           0.0001936       0.3137            16.89        102            576.8
6_report            0.07506       0.2806            16.89        102            576.8
path summary, 6_finish.rpt:
path / to / cells past startpoint / startpoint
min: sword.sw / 2 / reset
min reg2reg: room.graveyard_ff.q / 1 / room.graveyard_ff.q
max reg2reg: room.rapid_ff.q / 3 / room.sword_ff.q
max: sw / 1 / room.sword_ff.q
max in group asynchronous: sword.sw / 2 / reset
min in group clk0: room.graveyard_ff.q / 1 / room.graveyard_ff.q
registers in the layout (all words and copies together), names as in the netlist:
signal	flops
room.cave_ff.q	1
room.dragon_ff.q	1
room.graveyard_ff.q	1
room.rapid_ff.q	1
room.sword_ff.q	1
room.twisty_ff.q	1
room.victory_ff.q	1
sword.sw	1
final cells by class:
cell class | count | share of cell area, %
clock buffers | 4 | 4.555
inverters | 3 | 1.952
multi-input cells | 25 | 27.55
flip-flops and latches | 8 | 28.63
well taps | 46 | 9.978
repair buffers | 16 | 27.33
power groups by stage:
stage	Sequential (mW)	Clock, mW	Combinational [mW]
CTS	0.241	0.172	0.103
global route	0.246	0.183	0.113
finish	0.240	0.166	0.101
cell families (layout without fill, tap and decap cells):
group,count (synthesis),after routing,share of synthesized area [%]
compound gates,15,15,29.73
buf+inv,6,23,9.440
flops,8,8,46.15
simple gates,10,10,14.69
cell usage after synthesis, drive strengths merged:
master	instances	area, µm²
a21bo	1	10.01
a21oi	4	20.02
a22o	3	26.28
a22oi	1	7.510
a311oi	1	8.760
a31oi	1	6.260
and3	1	6.260
buf	3	22.52
dfrtp	1	25.02
dfxtp	7	140.1
inv	3	11.26
nand2	3	11.26
nand2b	1	6.260
nand3	2	10.01
nor3	1	5.000
nor3b	1	7.510
o211a	1	10.01
o21ai	2	10.01
o21bai	1	7.510
or2	1	6.260
Power figures rest on the tool's default switching activity, not on a simulated workload.
